--- flow/config.mk ---
export PLATFORM = sky130hd
export DESIGN_NAME = floatAdd
export DESIGN_NICKNAME = floatAdd
export VERILOG_FILES = /design/flow/design.v
export SDC_FILE = /design/flow/constraint.sdc
export NUM_CORES = 4
export LEC_CHECK = 1
export CORE_UTILIZATION = 50
--- flow/constraint.sdc ---
current_design floatAdd

set clk_period 18.7
set clk_io_pct 0.2

create_clock -name clk0 -period $clk_period

set non_clock_inputs [all_inputs -no_clocks]
set_input_delay [expr $clk_period * $clk_io_pct] -clock clk0 $non_clock_inputs
set_output_delay [expr $clk_period * $clk_io_pct] -clock clk0 [all_outputs]
--- flow/run.sh ---
#!/bin/bash
# OpenROAD 26Q1-2900-gdf79404cd8, Yosys 0.63+post, stock flow scripts
make -C /OpenROAD-flow-scripts/flow DESIGN_CONFIG=/design/flow/config.mk WORK_HOME=/design/flow/orfs finish
--- flow/design.v ---
module floatAdd (floatA,floatB,sum);     
input [15:0] floatA, floatB;
output reg [15:0] sum;
reg sign;
reg signed [5:0] exponent;  
reg [9:0] mantissa;
reg [4:0] exponentA, exponentB;
reg [10:0] fractionA, fractionB, fraction;	 
reg [7:0] shiftAmount;
reg cout;
always @ (floatA or floatB) begin
	exponentA = floatA[14:10];
	exponentB = floatB[14:10];
	fractionA = {1'b1,floatA[9:0]}; 
	fractionB = {1'b1,floatB[9:0]};  
	exponent = exponentA;
	if (floatA == 0) begin						 
		sum = floatB;
	end else if (floatB == 0) begin					 
		sum = floatA;
	end else if (floatA[14:0] == floatB[14:0] && floatA[15]^floatB[15]==1'b1) begin
		sum=0;
	end else begin
		if (exponentB > exponentA) begin 
			shiftAmount = exponentB - exponentA;
			fractionA = fractionA >> (shiftAmount); 
			exponent = exponentB;
		end else if (exponentA > exponentB) begin  
			shiftAmount = exponentA - exponentB;
			fractionB = fractionB >> (shiftAmount);
			exponent = exponentA;
		end
		if (floatA[15] == floatB[15]) begin			 
			{cout,fraction} = fractionA + fractionB;
			if (cout == 1'b1) begin 
				{cout,fraction} = {cout,fraction} >> 1;
				exponent = exponent + 1;
			end
			sign = floatA[15];
		end else begin						 
			if (floatA[15] == 1'b1) begin
				{cout,fraction} = fractionB - fractionA; 
			end else begin
				{cout,fraction} = fractionA - fractionB; 
			end
			sign = cout;
			if (cout == 1'b1) begin
				fraction = -fraction; 
			end else begin
			end
			if (fraction [10] == 0) begin
				if (fraction[9] == 1'b1) begin 
					fraction = fraction << 1;
					exponent = exponent - 1;
				end else if (fraction[8] == 1'b1) begin
					fraction = fraction << 2;
					exponent = exponent - 2;
				end else if (fraction[7] == 1'b1) begin
					fraction = fraction << 3;
					exponent = exponent - 3;
				end else if (fraction[6] == 1'b1) begin
					fraction = fraction << 4;
					exponent = exponent - 4;
				end else if (fraction[5] == 1'b1) begin
					fraction = fraction << 5;
					exponent = exponent - 5;
				end else if (fraction[4] == 1'b1) begin
					fraction = fraction << 6;
					exponent = exponent - 6;
				end else if (fraction[3] == 1'b1) begin
					fraction = fraction << 7;
					exponent = exponent - 7;
				end else if (fraction[2] == 1'b1) begin
					fraction = fraction << 8;
					exponent = exponent - 8;
				end else if (fraction[1] == 1'b1) begin
					fraction = fraction << 9;
					exponent = exponent - 9;
				end else if (fraction[0] == 1'b1) begin
					fraction = fraction << 10;
					exponent = exponent - 10;
				end 
			end
		end
		mantissa = fraction[9:0]; 
		if(exponent[5]==1'b1) begin  
			sum = 16'b0000000000000000;
		end
		else begin
			sum = {sign,exponent[4:0],mantissa};
		end		
	end		
end
endmodule
==> results.sh <==
# physical design summary
export IMPL_wl_per_cell_um=22.5
export IMPL_p_int_uw=326
export IMPL_holdPathStages=4
export IMPL_synth_warnings=1
export IMPL_clockPowerShare=0
export IMPL_relSlewSlack=0.365
export IMPL_grt_overflow_total=0
export IMPL_leakage_uw=0.00261
export IMPL_drv_cap=0
export IMPL_post_cts_setup_buffers=0
export IMPL_rsz0062_at_grt="no"
export IMPL_ys_seq_frac=0
export IMPL_ff_latch_area_sq_um=0
export IMPL_synth_cell_type_count=86
export IMPL_fp_row_count=39
export IMPL_die_w_um=112
export IMPL_final_max_slew_viol_count=0
export IMPL_nClkBuffers=0
export IMPL_critPathKind="input port to primary output"
export IMPL_dp_hpwl_mm=18.6
export IMPL_dr_max_layer_used="met4"
export IMPL_die_h_um=112
export IMPL_p_seq_frac=0
export IMPL_power_density_nw_per_um2=132
export IMPL_flops=0
export IMPL_openroad_warnings=70
export IMPL_via_per_inst=7.03
export IMPL_ios=48
export IMPL_first_pass_iters=5
export IMPL_drc=0
export IMPL_worst_pin_slew_ns=0.926
export IMPL_grtUsageTotal=0.383
export IMPL_core_area_sq_um=11600
export IMPL_post_cts_resized=0
export IMPL_via_count=7373
export IMPL_period_used=0.923
export IMPL_max_stage_delay_ns=0.62
export IMPL_n_antenna_cell=0
export IMPL_netSwitchingFraction=0.627
export IMPL_die_area_sq_um=12400
export IMPL_worstPathArrival_ns=13.52
export IMPL_p_comb_frac=1.000
export IMPL_postRouteAntennaNets=0
export IMPL_wl_met1_mm=9.34
export IMPL_first_global_vias=6831
export IMPL_wl_met3_mm=2.34
export IMPL_ys_cells=893
export IMPL_wl_met2_mm=10.6
export IMPL_area_growth_pct=9.82
export IMPL_setup_viol=0
export IMPL_fp_util=0.519
export IMPL_worst_setup_path_start_kind="input port"
export IMPL_drtIter0Drc=742
export IMPL_min_path_type="input port to primary output"
export IMPL_mostFrequentLayoutCell="nand2_1"
export IMPL_wirelength_mm=23.6
export IMPL_lay_top_cells="nand2_1, a21oi_1, o21ai_0"
export IMPL_synth_area_sq_um=6000
export IMPL_fin_area_sq_um=6590
export IMPL_yosysTopAreaCell="ha_1"
export IMPL_power_switching_uw=547
export IMPL_holdBufCountCts=0
export IMPL_grt_pass1_wl_mm=37.2
export IMPL_port_buffers=48
export IMPL_gp_congestion=1.04
export IMPL_placed_cell_area_sq_um=6590
export IMPL_outcome="finished clean"
export IMPL_ir_drop_uv=61.9
export IMPL_final_hold_violation_count=0
export IMPL_cp_slowest_cell="nand2_1"
export IMPL_topCellsByArea="ha_1, mux2i_1, a21oi_1"
export IMPL_ys_area_sq_um=6000
export IMPL_finalSetupTns_ns=0
export IMPL_antenna_found_initial=0
export IMPL_layout_drive_gt1_share=0.0629
export IMPL_layout_min_cycle_time_ns=17.26
export IMPL_max_freq_mhz=57.9
export IMPL_top_area_frac=0.121
export IMPL_grt_max_degree=29
export IMPL_crit_fanout=28
export IMPL_end_kind="primary output"
export IMPL_crit_required_ns=14.96
export IMPL_syn_instance_count=893
export IMPL_syn_avg_cell_area_sq_um=6.72
## worst paths after layout
path                  endpoint       start  slack, ns
worst max-delay path    sum[5]  floatA[10]       1.44
worst min-delay path   sum[13]  floatB[13]       8.64
## area by class of cell
class	instances	area, sq um
multi-input combinational	785	5590
inverter	54	203
fill	1086	4970
tap	143	179
timing repair buffer	67	623
## routing by layer
layer | vias up | track usage
li1 | 3422 | -
met1 | 3393 | 0.515
met2 | 461 | 0.613
met3 | 97 | 0.0393
met4 | 0 | 0.193
met5 | - | 0
## cell families (layout without fill, tap and decap cells)
family	after synthesis	after routing	synth area share
AND-OR/OR-AND	329	329	0.373
AND/OR/NAND/NOR	290	290	0.257
buffers and inverters	108	121	0.0699
adder cells (fa/ha/maj)	63	63	0.138
XOR/XNOR	52	52	0.0759
multiplexers	51	51	0.0874
## synthesized netlist by cell type (11+ instances only)
library cell and count:
a21o_1 11, nand2_1 76, nor2b_1 13, and2_1 11, mux2i_1 42, nor4_1 16
o21ai_1 14, nand4_1 12, nor3_1 26, a211oi_1 12, ha_1 58, xor2_1 16
a22oi_1 17, nor2_1 49, o21ai_0 65, o211ai_1 15, clkbuf_1 48, o31ai_1 12
xnor2_1 36, inv_1 50, a21oi_1 74, nand3_1 26
## through the flow
stage               setup slack [ns]  instances  total power, uW  hold slack, ns  utilization
global placement                1.93       1049              841            8.64        0.570
finish                          1.44       1049              873            8.64        0.570
global route                   0.731       1049              929            8.71        0.570
detailed placement              1.78       1049              842            8.64        0.570
CTS                             1.73       1049              846            8.65        0.570
floorplan                       4.26        893              555            7.56            -
## power groups by stage
stage	logic, uW	clock network (uW)	registers (uW)
finish	873	0	0
global route	929	0	0
CTS	846	0	0
## worst max-delay path, delay by kind of cell
kind,cells,cell delay [ns]
adders and majority gates,2,1.11
AOI/OAI and AO/OA,13,4.36
buffers and inverters,4,1.41
and+or+nand+nor,9,2.87
Power and IR drop assume default switching activity.
