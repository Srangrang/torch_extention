### config.mk
export PLATFORM = sky130hd
export DESIGN_NAME = floatMult
export DESIGN_NICKNAME = floatMult
export VERILOG_FILES = /design/flow/design.v
export SDC_FILE = /design/flow/constraint.sdc
export NUM_CORES = 4
export LEC_CHECK = 1
export CORE_UTILIZATION = 30
### design.v
module floatMult (floatA,floatB,product);    
input [15:0] floatA, floatB;
output reg [15:0] product;
reg sign;
reg signed [5:0] exponent;  
reg [9:0] mantissa;
reg [10:0] fractionA, fractionB;	 
reg [21:0] fraction;
always @ (floatA or floatB) begin
	if (floatA == 0 || floatB == 0) begin
		product = 0;
	end else begin
		sign = floatA[15] ^ floatB[15]; 
		exponent = floatA[14:10] + floatB[14:10] - 5'd15 ;
		fractionA = {1'b1,floatA[9:0]}; 
		fractionB = {1'b1,floatB[9:0]};
		fraction = fractionA * fractionB;
		if (fraction[21] == 1'b1) begin 
			fraction = fraction << 1;
			exponent = exponent + 1; 
		end else if (fraction[20] == 1'b1) begin
			fraction = fraction << 2;
			exponent = exponent + 0;
		end else if (fraction[19] == 1'b1) begin
			fraction = fraction << 3;
			exponent = exponent - 1;
		end else if (fraction[18] == 1'b1) begin
			fraction = fraction << 4;
			exponent = exponent - 2;
		end else if (fraction[17] == 1'b1) begin
			fraction = fraction << 5;
			exponent = exponent - 3;
		end else if (fraction[16] == 1'b1) begin
			fraction = fraction << 6;
			exponent = exponent - 4;
		end else if (fraction[15] == 1'b1) begin
			fraction = fraction << 7;
			exponent = exponent - 5;
		end else if (fraction[14] == 1'b1) begin
			fraction = fraction << 8;
			exponent = exponent - 6;
		end else if (fraction[13] == 1'b1) begin
			fraction = fraction << 9;
			exponent = exponent - 7;
		end else if (fraction[12] == 1'b0) begin
			fraction = fraction << 10;
			exponent = exponent - 8;
		end 
		mantissa = fraction[21:12];
		if(exponent[5]==1'b1) begin  
			product=16'b0000000000000000;
		end
		else begin
			product = {sign,exponent[4:0],mantissa};
		end
	end
end
endmodule
### run.sh
#!/bin/bash
# OpenROAD 26Q1-2900-gdf79404cd8, Yosys 0.63+post, stock flow scripts
make -C /OpenROAD-flow-scripts/flow DESIGN_CONFIG=/design/flow/config.mk WORK_HOME=/design/flow/orfs finish
### constraint.sdc
current_design floatMult

set clk_period 14.1
set clk_io_pct 0.2

create_clock -name clk0 -period $clk_period

set non_clock_inputs [all_inputs -no_clocks]
set_input_delay [expr $clk_period * $clk_io_pct] -clock clk0 $non_clock_inputs
set_output_delay [expr $clk_period * $clk_io_pct] -clock clk0 [all_outputs]
==> reports/qor.yml <==
fin_cells: 1168
grtUsageTotal: 0.1839
ys_area_sq_um: 6830
simple_gate_share: 0.2147
die-height_um: 152.9
drt_iter0_drc: 415
yosys_cells: 882
cp_max_fo: 16
clkbuf_count: 0
grt_pass1_vias: 6326
muxShareOfSynthArea: 0.007327
start_kind: "input port"
post-route-cell-area_sq_um: 7531
postSynthAreaPerCell_sq_um: 7.744
report.final.slew_viol_count: 0
synth.top_cell.area_share: 0.2374
synthTopCellsByArea: "fa_1 (24%), ha_1 (15%), inv_1 (7.8%)"
n_fill_cell: 2327
rows: 54
placement.io_buffers: 48
dp_hpwl_mm: 15.77
seq_cell_count: 0
cts_setup_buffers: 0
fmax_mhz: 74.28
dp_cells: 1168
grt_max_degree: 30
gp_congestion: 0.9655
synth_xor_xnor_area_share: 0.02693
criticalPathCategory: "in -> out"
yosysWarnings: 1
rsz0062_at_grt: "false"
yosys.area.top_type: "fa_1"
synth.distinct_cells: 80
core-area_sq_um: 22090
drc: 0
min_period_ns: 13.46
num_vias: 6381
finalCritPeriodShare: 0.9548
area_growth_pct: 10.26
lay_top_count: "inv_1"
maxSlewHeadroom: 0.4346
vias_per_cell: 5.463
synthCells: 882
hold_violations: 0
grt_pass1_wl_mm: 33.81
postRouteAntennaNets: 0
cp_cell_sequence: "clkdlybuf4s50_1 -> and2_1 -> fa_1 -> inv_1 -> fa_1 -> inv_1 -> fa_1 -> fa_1 -> inv_1 -> fa_1 -> inv_1 -> ha_1 -> a211oi_1 -> o21bai_1 -> a221o_1 -> o21ai_0 -> nand2_1 -> o41a_1 -> o211ai_1 -> a221o_2 -> nor3_1 -> clkdlybuf4s50_1"
worstPathRequired_ns: 11.28
pin_count: 48
holdWs_ns: 6.868
ys_seq_share: 0
hp-class: "in -> out"
tightestPinTransition_ns: 0.8450
synth_area_sq_um: 6830
ys_top_logic_family: "adder cells"
lay_top_cells: "inv_1 (142), ha_1 (82), fa_1 (81), nand2_1 (65), and2_1 (61)"
cpLargestDelayFamily: "adder cells"
first_pass_iters: 5
aoi_share: 0.2489
max-cap-violations: 0
max_stage_delay_ns: 0.71
die-area_sq_um: 23380
holdBufCountCts: 0
fp_util: 0.3092
warnings: 44
num_antenna_cells: 0
setup_violations: 0
crit_top_cell: "fa_1"
postLayoutCoreUtil: 0.3409
finalWorstSetupSlack_ns: 0.6369
dpl_cell_area_sq_um: 7531
layout-drive-gt1-share: 0.06194
setup_tns_ns: 0
cts_resized: 0
antenna_found_initial: 0
slowest_stage: "clkdlybuf4s50_1"
chipWidth_um: 152.9
status: "finished clean"
wl_mm: 20.05
logic_area_sq_um: 6066
critPathBufInv: 6
ys_sh_adder: 0.3876
cp.arrival_ns: 10.64
place_ws_ns: 0.7000
ff_latch_area_sq_um: 0
wl_per_cell_um: 17.16
grt_overflow_total: 0
end_kind: "primary output"
## worst paths after layout
| kind | start | end | depth (start not counted) |
|---|---|---|---|
| worst min-delay path | floatB[15] | product[15] | 4 |
| worst max-delay path | floatA[3] | product[0] | 22 |
## layout make-up
| cell class | instances | area share |
|---|---|---|
| well taps | 280 | 0.04652 |
| multi-input cells | 684 | 0.8055 |
| repair buffers | 61 | 0.07676 |
| inverters | 143 | 0.07127 |
## synthesized netlist by cell type (all sizes together), types with 10 or more instances
master	n
a31oi	10
buf	17
nor2	29
o211ai	15
xnor2	19
nor3	24
nand2	66
fa	81
nand3	27
nor4	14
a21oi	47
clkbuf	38
o31ai	10
a21o	16
and2	63
a211oi	17
and3	14
ha	82
inv	143
o21ai	28
## cells by family after synthesis
| family | after synthesis |
|---|---|
| and+or+nand+nor | 271 |
| muxes | 5 |
| AOI/OAI and AO/OA | 224 |
| adders and majority gates | 163 |
| buffers and inverters | 198 |
| xor gates and xnor gates | 21 |
## per-layer routing
metal / up-vias / track usage / share of wire
met3: 31 / 0.03553 / 0.070
met5: - / 0 / 0
met4: 0 / 0.03078 / 0.019
met1: 3045 / 0.2742 / 0.47
met2: 224 / 0.2844 / 0.44
li1: 3081 / - / -
